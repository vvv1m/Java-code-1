`flow/config.mk`:
```
export PLATFORM = sky130hd
export DESIGN_NAME = regfile
export DESIGN_NICKNAME = regfile
export VERILOG_FILES = /design/flow/design.v
export SDC_FILE = /design/flow/constraint.sdc
export NUM_CORES = 4
export LEC_CHECK = 1
export CORE_UTILIZATION = 40
```
`flow/constraint.sdc`:
```
current_design regfile

set clk_period 7.5
set clk_io_pct 0.2

create_clock -name clk0 -period $clk_period [get_ports {clk}]

set non_clock_inputs [all_inputs -no_clocks]
set_input_delay [expr $clk_period * $clk_io_pct] -clock clk0 $non_clock_inputs
set_output_delay [expr $clk_period * $clk_io_pct] -clock clk0 [all_outputs]
```
`flow/design.v`:
```
`timescale 1ns / 1ps
module regfile(
    input             clk,
    input             wen,
    input      [4 :0] raddr1,
    input      [4 :0] raddr2,
    input      [4 :0] waddr,
    input      [31:0] wdata,
    output reg [31:0] rdata1,
    output reg [31:0] rdata2,
    input      [4 :0] test_addr,
    output reg [31:0] test_data
    );
    reg [31:0] rf[31:0];
    always @(posedge clk) begin
        if (wen && waddr != 5'b00000) begin
            rf[waddr] <= wdata;
        end
    end
    always @(*) begin
        if (raddr1 == 5'b00000) begin
            rdata1 = 32'h00000000;
        end else begin
            rdata1 = rf[raddr1];
        end
    end
    always @(*) begin
        if (raddr2 == 5'b00000) begin
            rdata2 = 32'h00000000;
        end else begin
            rdata2 = rf[raddr2];
        end
    end
    always @(*) begin
        if (test_addr == 5'b00000) begin
            test_data = 32'h00000000;
        end else begin
            test_data = rf[test_addr];
        end
    end
    integer i;
    initial begin
        for (i = 0; i < 32; i = i + 1) begin
            rf[i] = 32'h00000000;
        end
    end
endmodule
```
`flow/run.sh`:
```
#!/bin/bash
# OpenROAD 26Q1-2900-gdf79404cd8, Yosys 0.63+post, stock flow scripts
make -C /OpenROAD-flow-scripts/flow DESIGN_CONFIG=/design/flow/config.mk WORK_HOME=/design/flow/orfs finish
```
==> results.rst <==
Synthesis and place-and-route
=============================

.. list-table::
   :header-rows: 1

   * - Metric
     - Value
   * - Status
     - finished clean
   * - Worst Setup Path Type
     - in -> out
   * - Registers with the highest flip-flop counts
     - rf: 1024 flops
   * - Req. time, crit path
     - ~6000 ps
   * - Maximum net fanout on the critical path
     - 23
   * - Final Worst Setup Slack
     - ~1100 ps
   * - Setup repair after global routing missed its margin
     - no
   * - Hold_buf cts
     - 0
   * - Quantity of gates resized following cts
     - 0
   * - Clock tree from TritonCTS
     - yes
   * - Clock sink total
     - between 1000 and 1500
   * - Post-Synthesis Mean Instance Area
     - about 17 µm²
   * - Most common flop cell mapped by yosys
     - sky130_fd_sc_hd__edfxtp_1
   * - Endpoints failing hold
     - 0
   * - Core ar.
     - 0.139 mm²
   * - Cell count after synthesis
     - about 3200
   * - Final ANT Viol Nets
     - 0
   * - Fp_density
     - 0.403
   * - Via density per instance
     - between 6 and 7
   * - Power per Cell Area
     - 212 mW/mm²
   * - Max-slew violation total from the final report
     - 0
   * - FP Rows
     - approximately 140
   * - Area contributors post-synth
     - sky130_fd_sc_hd__edfxtp_1 (55%), sky130_fd_sc_hd__mux4_2 (22%), sky130_fd_sc_hd__mux2i_1 (6.8%)
   * - Fraction of final layout cells with drive strength greater than 1
     - 0.317
   * - Die X
     - roughly 380 µm
   * - Number of flip-flops and latches in the synthesized netlist
     - 1024
   * - Worst-case vdd ir drop
     - roughly 0.21 mV
   * - Root buffer cell
     - sky130_fd_sc_hd__clkbuf_16
   * - Async SR Flop Fraction
     - 0
   * - Layout overhead on the synthesized area
     - 13.5%
   * - Relative slew margins
     - 0.291
   * - Post-DP HPWL
     - 119000 µm
   * - H-tree level count
     - 3
   * - Max reg flops
     - slightly above 1000
   * - Worst setup endpoint
     - test_data[26]
   * - Initial DRC Count
     - 2519
   * - I/O Buffers
     - 149
   * - Final critical-path share of the clock period
     - 0.856
   * - Wire per inst
     - between 30 and 40 µm
   * - # DRC
     - 0
   * - Launching element type of the critical path
     - input pin
   * - Hold Path Class
     - in -> reg
   * - Final Setup Violations
     - 0
   * - Yosys stat chip area
     - 0.0562 mm²
   * - Number of antenna violations at the first check in global routing
     - 5
   * - Max-cap check violation count
     - 0
   * - Library cells used by synthesis
     - 37
   * - Clock slew seen by the registers of the worst setup and hold paths
     - ~60 ps
   * - Biggest area consumer among synthesized cells
     - sky130_fd_sc_hd__edfxtp_1
   * - Crit. Startpoint
     - test_addr[0]
   * - Vertical die dimension
     - 377 µm
   * - Cell with the most instances after synthesis
     - sky130_fd_sc_hd__edfxtp_1
   * - Largest buffer count on any clock path
     - 3
   * - Warning total across the stage logs
     - 26
   * - Least-Margin Pin Slew
     - 1060 ps
   * - Post-CTS Setup Bufs
     - 0
   * - Largest net degree at the start of global routing
     - around 85
   * - Clock period minus final worst setup slack
     - between 6000 and 7000 ps
   * - Number of primary I/O pins
     - around 150
   * - Leakage power
     - about 0.020 µW
   * - Global Route Usage Sum
     - 0.315
   * - Number of flops mapped to enable cells by yosys
     - ~1000
   * - Wire length of the first global-routing pass
     - 286000 µm
   * - Via count of the first global-routing pass
     - 39300
   * - Yosys warns
     - 1
   * - Drt pass-1 iters
     - 7
   * - Final GP Congestion
     - between 0.9 and 1
   * - Total CTS buffers
     - around 110
   * - Aggregate negative setup slack
     - 0 ps
   * - Sequential cell area fraction in the yosys report
     - 0.547
   * - Peak Freq
     - between 150 and 200 MHz
   * - Portion of synthesized cell area occupied by the leading cell type
     - 0.547
   * - Residual overflow from global routing
     - 0
   * - Total Routed Length
     - about 200000 µm
   * - Chip Footprint
     - 0.142 mm²
   * - DR vias
     - around 36000
   * - Post-Syn Area
     - around 0.056 mm²
   * - Sort of element at the end of the critical path
     - output port
   * - Synth top cells by count
     - sky130_fd_sc_hd__edfxtp_1 (1024), sky130_fd_sc_hd__mux4_2 (553), sky130_fd_sc_hd__mux2i_1 (384)
   * - Cell count in the Yosys report
     - between 3000 and 4000
   * - DP Worst Slack
     - ~1200 ps
   * - Register name with the most flops
     - rf
   * - Core utilization of the finished layout
     - 0.458
   * - Crit path arrival time
     - between 4000 and 5000 ps
[cells by family (layout without fill, tap and decap cells)]
logic type	after synthesis	in the layout	synth area share
AOI/OAI and AO/OA	559	559	0.0769
buffers and inverters	322	533	0.0316
DFF	1024	1024	0.547
muxes	1056	1056	0.320
other	1	34	0.0000667
and+or+nand+nor	267	267	0.0240
[final cells by class]
class	count	area (µm²)
timing repair buffer	336	3080
clock inverter	60	571
multi-input combinational	1914	24100
fill	11600	75600
clock buffer	134	2930
antenna	2	5.00
tap	1876	2350
sequential	1024	30700
inverter	3	16.3
[how the worst min path moves through the flow]
stage / cells past startpoint / to / slack, ps / start
after global routing: 2 / rf[0][3]$_DFFE_PP_ / 1600 / wdata[3]
after CTS: 2 / rf[4][28]$_DFFE_PP_ / 1530 / wdata[28]
final: 2 / rf[4][28]$_DFFE_PP_ / 1550 / wdata[28]
[placed cells by master (no fill, tap or decap), types with 9 or more instances in the layout]
cell type,count
sky130_fd_sc_hd__edfxtp_1,1024
sky130_fd_sc_hd__mux4_2,553
sky130_fd_sc_hd__mux2i_1,384
sky130_fd_sc_hd__buf_4,174
sky130_fd_sc_hd__clkdlybuf4s50_1,134
sky130_fd_sc_hd__clkbuf_16,114
sky130_fd_sc_hd__o21ai_0,102
sky130_fd_sc_hd__nand2_1,99
sky130_fd_sc_hd__a22oi_1,96
sky130_fd_sc_hd__mux2_2,96
sky130_fd_sc_hd__a211oi_1,96
sky130_fd_sc_hd__o221ai_1,64
sky130_fd_sc_hd__nor2b_1,64
sky130_fd_sc_hd__a311oi_1,64
sky130_fd_sc_hd__a221oi_1,47
sky130_fd_sc_hd__nor2_4,34
sky130_fd_sc_hd__a21oi_1,32
sky130_fd_sc_hd__nand4_1,32
sky130_fd_sc_hd__a221oi_2,32
sky130_fd_sc_hd__conb_1,32
sky130_fd_sc_hd__mux4_1,23
sky130_fd_sc_hd__clkbuf_1,20
sky130_fd_sc_hd__clkinv_2,20
sky130_fd_sc_hd__clkinv_1,18
sky130_fd_sc_hd__o2111ai_1,17
sky130_fd_sc_hd__buf_12,14
sky130_fd_sc_hd__bufinv_16,10
sky130_fd_sc_hd__o21ai_1,9
[worst max-delay path, cell delays in order]
cell and delay [ps]:
sky130_fd_sc_hd__buf_6 390, sky130_fd_sc_hd__buf_4 490, sky130_fd_sc_hd__buf_4 490, sky130_fd_sc_hd__mux4_2 300
sky130_fd_sc_hd__nor2b_1 140, sky130_fd_sc_hd__a211oi_1 70, sky130_fd_sc_hd__a311oi_1 890, sky130_fd_sc_hd__clkdlybuf4s50_1 630
[layer usage]
layer	track usage	vias up	wire length [µm]
met2	0.434	3131	89400
met1	0.348	18100	61200
met3	0.277	572	41800
met5	0.0271	-	450
met4	0.119	20	10500
li1	-	14400	-
[report_power, final]
group          switching [µW]  internal (µW)  leakage (µW)
combinational             973            736       0.00955
sequential               50.9           6390       0.00925
clock                    2300           3090       0.00170
total                    3330          10200        0.0205
[per-stage QoR]
step | total power (µW) | instance area (µm²) | std cells | hold slack (ps)
after floorplan | 7500 | 56300 | 3260 | 1600
after CTS | 13600 | 63800 | 5347 | 1530
final | 13500 | 63800 | 5349 | 1550
after global routing | 13900 | 63800 | 5347 | 1600
after detailed placement | 8240 | 60300 | 5153 | 2330
after global placement | 8240 | 60300 | 5153 | 2320
Power is estimated from default activity; no workload was simulated.
