==> /design/flow/config.mk <==
export PLATFORM = sky130hd
export DESIGN_NAME = data_ram
export DESIGN_NICKNAME = data_ram
export VERILOG_FILES = /design/flow/design.v
export SDC_FILE = /design/flow/constraint.sdc
export NUM_CORES = 4
export LEC_CHECK = 1
export CORE_UTILIZATION = 50
==> /design/flow/constraint.sdc <==
current_design data_ram

set clk_period 9.4
set clk_io_pct 0.2

create_clock -name clk0 -period $clk_period [get_ports {clk}]

set non_clock_inputs [all_inputs -no_clocks]
set_input_delay [expr $clk_period * $clk_io_pct] -clock clk0 $non_clock_inputs
set_output_delay [expr $clk_period * $clk_io_pct] -clock clk0 [all_outputs]
==> /design/flow/design.v <==
`timescale 1ns / 1ps
module data_ram(
    input         clk,          
    input  [3:0]  wen,          
    input  [4:0] addr,         
    input  [31:0] wdata,        
    output reg [31:0] rdata,        
    input  [4 :0] test_addr,
    output reg [31:0] test_data
);
    reg [31:0] DM[31:0];   
    always @(posedge clk) begin
        if (wen[0]) begin
            DM[addr][7:0] <= wdata[7:0];
        end
        if (wen[1]) begin
            DM[addr][15:8] <= wdata[15:8];
        end
        if (wen[2]) begin
            DM[addr][23:16] <= wdata[23:16];
        end
        if (wen[3]) begin
            DM[addr][31:24] <= wdata[31:24];
        end
    end
    always @(*) begin
        rdata = DM[addr];
    end
    always @(*) begin
        test_data = DM[test_addr];
    end
endmodule
==> /design/flow/run.sh <==
#!/bin/bash
# OpenROAD 26Q1-2900-gdf79404cd8, Yosys 0.63+post, stock flow scripts
make -C /OpenROAD-flow-scripts/flow DESIGN_CONFIG=/design/flow/config.mk WORK_HOME=/design/flow/orfs finish
==> reports/results.tsv <==
stage	metric	value	unit
outcome	status	completed	
detailed_routing	ant_nets	0	
clocking	clk_pin_slew_worst_paths	60	ps
logic_synthesis	top_area_share	64.6	%
global_route	grt_max_degree	102	
logic_synthesis	synth_cell_types	27	
floorplan	fp_util	50.8	%
placement	place.port_buffers	110	
clocking	hold_buffers	0	
logic_synthesis	syn_avg_cell_area	16.6	um2
pwr	vdd.ir_drop.worst	0.159	mV
setup_path	cp-end-kind	output port	
detailed_routing	wl_met2	63000	um
flow_run	maxCapViolations	0	
logic_synthesis	synth_area_leader_cell	edfxtp_1	
final_timing	max_freq	0.142	GHz
clocking	cts-root-buf	clkbuf_16	
final_timing	grt_setup_unrepaired	no	
setup_path	crit_arrival	5140	ps
final_timing	relSlewSlack	27.9	%
logic_synthesis	ys_seq_share	64.6	%
layout	largest_reg_flops	1024	
detailed_routing	n_antenna_cell	0	
logic_synthesis	syn-instance-count	2866	
clocking	h-tree-depth	3	
logic_synthesis	ys_warn_count	1	
final_timing	slew_viol_final	0	
placement	hpwl	82800	um
global_route	grt.total_usage	31.6	%
final_timing	final_hold_viol_count	0	
final_timing	worstMarginPinSlew	1080	ps
layout	post-route-cell-area	0.0546	mm2
flow_run	tool_warnings	28	
detailed_routing	top_layer_used	met5	
floorplan	die_h	311	um
clocking	numClockSinks	1024	
detailed_routing	wirelength	135000	um
final_timing	fin_tns_setup	0	ps
worst_hold_path	min_path_type	in -> reg	
clocking	clk_path_buf_depth	3	
detailed_routing	dr_wl_met3	21100	um
clocking	cts_setup_buffers	0	
logic_synthesis	ys_ff	1024	
clocking	cts_tree	built	
floorplan	chip_area	0.0964	mm2
clocking	cts_buffers	109	
final_timing	fin_crit	7020	ps
layout	seq_area	0.0307	mm2
layout	area_growth	14.7	%
detailed_routing	vias	28586	
setup_path	cp_max_fo	46	
placement	placed_cell_area	0.0508	mm2
detailed_routing	firstDrtPassIters	6	
clocking	ctsResizeCount	0	
layout	layout-drive-gt1-share	20.4	%
floorplan	die_w	311	um
logic_synthesis	synthesis.area	0.0476	mm2
logic_synthesis	ys_area	0.0476	mm2
pwr	powerDensity	191	mW/mm2
setup_path	required	7520	ps
setup_path	startpoint	test_addr[1]	
global_route	grt_pass1_wl	200000	um
placement	place.gp.congestion	0.892	
logic_synthesis	area_leaders	edfxtp_1, mux4_2, mux2i_1	
setup_path	critical_path_class	in -> out	
detailed_routing	avgRoutedWirePerCell	30.7	um
final_timing	min_period_over_period	74.7	%
final_timing	setup_violations	0	
detailed_routing	met1_length	45800	um
floorplan	core_area	0.0937	mm2
pwr	static-leakage-power	18.7	nW
global_route	grt_pass1_vias	31105	
setup_path	cp-endpoint	test_data[26]	
global_route	antenna_found_initial	2	
detailed_routing	drcViolationCount	0	
layout	fill_cells	6793	
global_route	grt_overflow	0	
floorplan	io_pins	111	
floorplan	rows	112	
detailed_routing	viasPerCell	6.49	
layout	mi_logic_area	0.0158	mm2
detailed_routing	drtIter0Drc	1818	
logic_synthesis	yosys_cells	2866	
layout	registers.top_by_ff_count	DM	
layout	top_regs	DM (1024)	
setup_path	start_kind	input port	
layout	postLayoutCoreUtil	58.2	%
[per-stage QoR]
stage / setup slack, ps / power, mW / hold slack [ps] / instances
2_1_floorplan: 4410 / 5.67 / 1980 / 2866
3_3_place_gp: 2420 / 6.04 / 2700 / 4200
3_5_place_dp: 2430 / 6.05 / 2720 / 4200
4_1_cts: 2420 / 10.5 / 2000 / 4404
5_1_grt: 2220 / 10.7 / 2030 / 4404
6_report: 2380 / 10.4 / 2020 / 4404
[where the power goes]
part           internal [mW]  switching [mW]  leakage [nW]  total (mW)
Combinational          0.359           0.495          7.63       0.854
Clock                   2.71            1.75          1.81        4.46
Sequential              5.08          0.0218          9.22        5.10
Total                   8.15            2.27          18.7        10.4
[kinds of logic (layout without fill, tap and decap cells)]
logic type | after synthesis | count (layout) | share of synthesized area (%)
buffers and inverters | 227 | 511 | 2.34
and+or+nand+nor | 431 | 431 | 4.03
muxes | 768 | 768 | 22.9
AOI/OAI and AO/OA | 416 | 416 | 6.14
DFF | 1024 | 1024 | 64.6
[layout by cell type, fill, tap and decap left out, types with 2 or more instances in the layout]
cell type        instances
edfxtp_1              1024
mux2i_1                512
mux4_2                 256
a22oi_1                224
buf_4                  188
nor2_1                 127
clkbuf_16              113
nand2_1                112
clkdlybuf4s50_1        107
nand3_1                101
a21oi_1                 96
a22o_1                  64
nor3_1                  32
a31oi_1                 32
nand4_1                 32
clkinv_2                24
clkbuf_1                20
bufinv_16               19
clkinv_1                16
clkinvlp_4              10
buf_12                   9
nor2_2                   4
nor2_4                   3
buf_8                    3
nor2b_4                  2
nand2b_2                 2
and2_2                   2
nor2b_1                  2
or2_1                    2
[how the worst min path moves through the flow]
| stage | start | end | slack [ps] | cells past startpoint |
|---|---|---|---|---|
| CTS | wdata[28] | DM[30][28] | 2000 | 2 |
| global route | wdata[29] | DM[0][29] | 2030 | 2 |
| finish | wdata[28] | DM[0][28] | 2020 | 2 |
[synthesized netlist by cell type (all sizes together)]
library cell,n
or3b,1
edfxtp,1024
mux2i,512
and3b,1
buf,117
a21oi,96
nor3b,1
or2,3
clkbuf,110
nand4,32
nand3,101
nor3,33
nand2,113
nor2,134
and2,3
nand3b,1
mux4,256
or3,1
nor2b,4
a31oi,32
nand2b,2
and3,1
a22o,64
a22oi,224
[critical path: stages]
cell	delay, ps
clkdlybuf4s50_1	620
nor2b_4	630
buf_4	650
a22o_1	230
nor3_1	50
a31oi_1	330
nand3_1	200
clkdlybuf4s50_1	460
[area by class of cell]
cell class | count | share of cell area [%]
clock buffer | 133 | 5.32
clock inverter | 71 | 1.55
multi-input combinational | 1615 | 29.0
sequential | 1024 | 56.3
tap | 1254 | 2.87
timing repair buffer | 307 | 4.96
[per-layer routing]
layer | GRT usage [%] | vias to the layer above
met5 | 4.40 | -
met3 | 20.7 | 280
met4 | 8.24 | 16
met1 | 42.6 | 14280
met2 | 45.0 | 1794
li1 | - | 12216
Power and IR drop assume default switching activity.
